$ cat design/flow/run.sh
#!/bin/bash
# OpenROAD 26Q1-2900-gdf79404cd8, Yosys 0.63+post, stock flow scripts
make -C /OpenROAD-flow-scripts/flow DESIGN_CONFIG=/design/flow/config.mk WORK_HOME=/design/flow/orfs finish
$ cat design/flow/config.mk
export PLATFORM = sky130hd
export DESIGN_NAME = ven_mach
export DESIGN_NICKNAME = ven_mach
export VERILOG_FILES = /design/flow/design.v
export SDC_FILE = /design/flow/constraint.sdc
export NUM_CORES = 4
export LEC_CHECK = 1
export CORE_AREA = 10 10 70 70
export DIE_AREA = 0 0 80 80
$ cat design/flow/constraint.sdc
current_design ven_mach

set clk_period 1.4
set clk_io_pct 0.2

create_clock -name clk0 -period $clk_period [get_ports {clk}]

set non_clock_inputs [all_inputs -no_clocks]
set_input_delay [expr $clk_period * $clk_io_pct] -clock clk0 $non_clock_inputs
set_output_delay [expr $clk_period * $clk_io_pct] -clock clk0 [all_outputs]
$ cat design/flow/design.v
module ven_mach #(parameter WAIT=00,FIFTY=01,HUNDRED=10,PRODUCT=4)(in_50,lays,kitkat,red_bull,pepsi,clk,rst,p_out,c_out);
input in_50,clk,rst;
input lays,kitkat,red_bull,pepsi;
output reg [PRODUCT-1:0]p_out;
output reg c_out;
reg [1:0]ps,ns;
always@(posedge clk or posedge rst)begin
if(rst)begin
ps<=0;
ns<=0;
p_out<=0;
c_out<=0;
end
else begin
ps=ns;
case(ns)
WAIT: begin
    casex({in_50,lays,kitkat,red_bull,pepsi})
        5'b10000: begin
            ns= FIFTY;
            p_out=4'b0;
            c_out=0;
        end
        5'b11xxx: begin
            ns= WAIT;
            p_out=4'b1000;
            c_out=0;
        end 
        default: begin
            ns= WAIT;
            p_out=4'b0;
            c_out=0;
        end
    endcase
end
FIFTY: begin
    casex({in_50,lays,kitkat,red_bull,pepsi})
        5'b10000: begin
            ns= HUNDRED;
            p_out=4'b0;
            c_out=0;
        end
        5'b101xx: begin
            ns= WAIT;
            p_out=4'b0100;
            c_out=1;
        end
        5'b1001x:begin
            ns=WAIT;
            p_out=4'b0010;
            c_out=0;
        end
        5'b01xxx: begin
            ns= WAIT;
            p_out=4'b1000;
            c_out=0;
        end 
        default: begin
            ns= WAIT;
            p_out=4'b0;
            c_out=0;
        end
    endcase
end
HUNDRED: begin
    casex({in_50,lays,kitkat,red_bull,pepsi})
        5'b0xx1x: begin
            ns= WAIT;
            p_out=4'b0010;
            c_out=0;
        end
        5'b1xxx1: begin
            ns= WAIT;
            p_out=4'b0001;
            c_out=0;
        end 
        default: begin
            ns= WAIT;
            p_out=4'b0;
            c_out=0;
        end
    endcase
end 
default: begin
    ns= WAIT;
    p_out=4'b0;
    c_out=0;
    end 
endcase  
end
end
endmodule
==> impl_metrics.py <==
# Physical implementation metrics
metrics = {
    "outcome": {
        "status": "complete, no violations",
    },
    "placement": {
        "dpl_cell_area_um2": 469,
        "dp_slack_ns": -0.124,
        "globalplace.congestion": 0.740,
        "portBuffers": 10,
        "dp.cells": 81,
        "dp_hpwl_um": 578,
    },
    "worst_setup_path": {
        "critPathSlowestCell": "clkdlybuf4s50_1",
        "path_buffers": 1,
        "start_kind": "flop",
        "crit_family": "buffers and inverters",
        "cp_slowest_stage_delay_ns": 0.46,
        "worstPathCellList": "clkdlybuf4s50_1",
        "path_class": "flop to output port",
        "required_ns": 1.12,
        "path_max_fanout": 1,
        "critical_path_arrival_ns": 1.03,
        "end_kind": "output port",
    },
    "clocking": {
        "cts_setup_buffers": 0,
        "cts_resized": 0,
        "cts_tree": "done",
        "htree_levels": 1,
        "cts_made_buffers": 3,
        "ctsHoldBuffers": 0,
        "clock_path_buffers": 2,
        "insertion_delay_ns": 0.25,
        "clk_pin_slew_ns": 0.05,
        "clock_sinks": 7,
        "cts_root_buffer": "clkbuf_4",
    },
    "final_timing": {
        "report.final.hold_viol_count": 0,
        "holdWs_ns": 0.265,
        "clock_skew_ns": 0.0000479,
        "maxClockFrequency_mhz": 763,
        "finalCritPeriodShare_pct": 93.6,
        "rsz0062_at_grt": "no",
        "drv_slew": 0,
        "setup_slack_ns": 0.0892,
        "setup_violations": 0,
        "period_minus_slack_ns": 1.31,
    },
    "layout": {
        "nFillCells": 391,
        "drive_gt1_share_pct": 30.8,
        "areaGrowthSynthToFinish_pct": 76.0,
        "final_util_pct": 14.5,
        "final_area_um2": 495,
        "fin_cells": 85,
    },
    "grt": {
        "grt_max_degree": 8,
        "grt-ovfl-total": 0,
        "grt_pass1_wl_mm": 1.03,
        "grt_pass1_vias": 231,
        "grt_usage_pct": 2.09,
        "antenna_found_initial": 0,
    },
    "drt": {
        "routedWlPerCell_um": 7.55,
        "viasPerCell": 2.75,
        "num_antenna_cells": 0,
        "drt_pass1_iterations": 4,
        "drc": 0,
        "drt-initial-drc-count": 10,
        "ant_nets": 0,
        "vias": 234,
        "drt_wl_total_um": 642,
    },
    "yosys": {
        "top_area_share_pct": 53.3,
        "top_area_cell": "dfrtp_1",
        "avgSynthCellArea_um2": 13.4,
        "synth.most_common_cell": "dfrtp_1",
        "synthFlopType": "dfrtp_1",
        "synthCells": 21,
        "synth_seq_share_pct": 62.7,
        "area_leaders": "dfrtp_1 53%, dfstp_2 9.3%, nor4b_1 6.2%",
        "synth_cell_types": 15,
        "yosys_warnings": 1,
        "postSynth.asyncResetShare_pct": 100,
        "ys.flops": 7,
        "synth-area-yosys_um2": 282,
        "synth-edff-count": 0,
        "synthesis.area_um2": 282,
        "ys_cells": 21,
        "ys_top_cells_by_count": "6 x dfrtp_1, 2 x nor4b_1",
    },
    "run": {
        "maxCapViolations": 0,
        "warnings": 25,
    },
    "floorplan": {
        "core-area_um2": 3420,
        "fp_util_pct": 8.24,
        "row_count": 21,
        "die_h_um": 80,
        "io_pins": 12,
        "dieArea_um2": 6400,
        "die_w_um": 80,
    },
    "power": {
        "leakage_uw": 0.000208,
        "peakVddDrop_v": 0.000228,
        "power_density_nw_per_um2": 874,
    },
    "worst_hold_path": {
        "hold_path_class": "input port to asynchronous set/reset pin",
    },
}
## routing by layer
metal | share of wire [%] | vias up | global-route usage (%)
met3 | 23 | 0 | 2.61
met4 | 0 | 0 | 0
li1 | - | 108 | -
met5 | 0 | - | 0
met1 | 42 | 110 | 2.49
met2 | 34 | 16 | 2.41
## power breakdown
| part | leakage (µW) | switching [µW] | internal [µW] |
|---|---|---|---|
| logic | 0.000100 | 16.6 | 33.1 |
| registers | 0.0000931 | 1.16 | 206 |
| clock network | 0.0000150 | 67.5 | 108 |
## final timing paths
check                                   start            endpoint  slack (ns)  cells after the start
max                        p_out[1]$_DFF_PP0_            p_out[1]        0.09                      1
min                                       rst  p_out[2]$_DFF_PP0_        0.26                      2
max reg2reg                   ns[1]$_DFF_PP0_     ns[0]$_DFF_PP1_        0.47                      1
min reg2reg                   ns[1]$_DFF_PP0_     ns[0]$_DFF_PP1_        0.46                      1
max in group asynchronous                 rst     ns[0]$_DFF_PP1_        0.87                      2
min in group clk0             ns[1]$_DFF_PP0_     ns[0]$_DFF_PP1_        0.46                      1
## cells in the final DEF, fill, tap and decap left out, types with 2 or more instances in the layout
cell type	instances
clkdlybuf4s50_1	10
dfrtp_1	6
buf_4	5
clkbuf_4	3
nor4b_1	2
## cells by family after synthesis
| kind of cell | after synthesis | synth area share, % |
|---|---|---|
| AND/OR/NAND/NOR | 10 | 28.4 |
| other | 1 | 1.33 |
| multiplexers | 1 | 3.56 |
| flip-flops | 7 | 62.7 |
| buffers and inverters | 2 | 4.00 |
## stage by stage
step	power, µW	TNS [ns]
2_1_floorplan	224	0
3_3_place_gp	260	-0.255
3_5_place_dp	261	-0.312
4_1_cts	441	0
5_1_grt	454	0
6_report	433	0
## layout make-up
cell class	count	area, µm²	area share (%)
multi-input cells	12	93.8	18.9
well taps	46	57.6	11.6
inverters	1	3.75	0.758
flip-flops and latches	7	176	35.6
repair buffers	15	138	27.8
clock buffers	4	26.3	5.30
## flip-flops by register name, indices dropped and copies added (netlist names)
signal  flops
ns          3
p_out       3
c_out       1
Power is estimated from default activity; no workload was simulated.
