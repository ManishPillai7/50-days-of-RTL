### flow/config.mk
export PLATFORM = sky130hd
export DESIGN_NAME = up_down_counter
export DESIGN_NICKNAME = up_down_counter
export VERILOG_FILES = /design/flow/design.v
export SDC_FILE = /design/flow/constraint.sdc
export NUM_CORES = 4
export LEC_CHECK = 1
export CORE_AREA = 10 10 70 70
export DIE_AREA = 0 0 80 80
### flow/constraint.sdc
current_design up_down_counter

set clk_period 1.7
set clk_io_pct 0.2

create_clock -name clk0 -period $clk_period [get_ports {clk}]

set non_clock_inputs [all_inputs -no_clocks]
set_input_delay [expr $clk_period * $clk_io_pct] -clock clk0 $non_clock_inputs
set_output_delay [expr $clk_period * $clk_io_pct] -clock clk0 [all_outputs]
### flow/design.v
module up_down_counter(m,rst,clk,out);
  input m,rst,clk;
  output [3:0]out;
  reg [3:0]count;
  always@(posedge clk or posedge rst)begin
    if(rst)
      count=0;
    else begin
      if(m==1)
        count=count+1;
      else
        count=count-1;
    end
  end
  assign out=count;
endmodule
### flow/run.sh
#!/bin/bash
# OpenROAD 26Q1-2900-gdf79404cd8, Yosys 0.63+post, stock flow scripts
make -C /OpenROAD-flow-scripts/flow DESIGN_CONFIG=/design/flow/config.mk WORK_HOME=/design/flow/orfs finish
==> results.sh <==
# physical design summary
export IMPL_io_pins=7
export IMPL_htreeDepth=1
export IMPL_via_per_inst=1.83
export IMPL_avgSynthCellArea_um2=13.3
export IMPL_worstRegToRegCells=4
export IMPL_hold_violations=0
export IMPL_routed_wl_um=419
export IMPL_rsz0062_at_grt="false"
export IMPL_peakVddDrop_mv=0.215
export IMPL_antenna_found_initial=0
export IMPL_postLayoutCellArea_um2=339
export IMPL_cp_start_kind="input pin"
export IMPL_hold_buffers=0
export IMPL_mostFrequentLayoutCell="clkdlybuf4s50_1"
export IMPL_tightest_slew_ps=181
export IMPL_fp_dieH_um=80
export IMPL_cts_buffers=3
export IMPL_clkSinkCount=4
export IMPL_vias=128
export IMPL_worstPathCellList="clkdlybuf4s50_1 > inv_1 > ha_1 > a21o_1 > a21oi_2 > xnor2_1"
export IMPL_syn_area_um2=199
export IMPL_layout_setup_ws_ps=160
export IMPL_leakage_nw=0.141
export IMPL_grt_pass1_wl_um=710
export IMPL_drc=0
export IMPL_ys_flops=4
export IMPL_relSlewSlack_pct=87.9
export IMPL_finalMaxSlewViolations=0
export IMPL_period_needed_ps=1540
export IMPL_place_congestion=0.773
export IMPL_drive_gt1_share_pct=16.7
export IMPL_mostFrequentLayoutCells="clkdlybuf4s50_1 (6), dfrtp_1 (4), inv_1 (3), clkbuf_4 (3)"
export IMPL_p_total_uw=458
export IMPL_yosys_stat_cells=15
export IMPL_die_area_um2=6400
export IMPL_drt_first_pass_iters=2
export IMPL_clockBufferDepth=2
export IMPL_clkLatencyLatePin_ps=230
export IMPL_placed_area_um2=317
export IMPL_status="complete, no violations"
export IMPL_numPortBuffers=6
export IMPL_setup_viol=0
export IMPL_cts_resized=0
export IMPL_synth_cells=15
export IMPL_post_cts_setup_buffer_count=0
export IMPL_slowest_stage="clkdlybuf4s50_1"
export IMPL_worstPathArrival_ps=1690
export IMPL_worst_path_stages=6
export IMPL_row_count=21
export IMPL_finalCritPeriodShare_pct=90.6
export IMPL_log_warning_count=25
export IMPL_critPathTopFamily="buffers and inverters"
export IMPL_yosysUniqueCellTypes=8
export IMPL_drt_initial_drc_count=4
export IMPL_place_ws_ps=-79.0
export IMPL_finish_utilization_pct=9.93
export IMPL_cap_violations=0
export IMPL_avgRoutedWirePerCell_um=5.99
export IMPL_grt_pass1_vias=139
export IMPL_grt_overflow_total=0
export IMPL_required_ps=1850
export IMPL_hold_path_class="in -> async"
export IMPL_fmax_mhz=649
export IMPL_cts_root_buf="clkbuf_4"
export IMPL_crit_type="in -> reg"
export IMPL_tritoncts="yes"
export IMPL_synth_warnings=1
export IMPL_clk_pin_slew_worst_paths_ps=30
export IMPL_crit_buf_inv=2
export IMPL_crit_path_end_kind="flop"
export IMPL_ant_nets=0
export IMPL_num_antenna_cells=0
export IMPL_track_usage_pct=1.56
export IMPL_grt_max_degree=5
export IMPL_die_w_um=80
export IMPL_holdWs_ps=296
export IMPL_powerDensity_nw_per_um2=1350
export IMPL_postSynthSeqShare_pct=50.3
export IMPL_slowest_delay_ps=490
export IMPL_dp_hpwl_um=371
export IMPL_ys_area_um2=199
export IMPL_crit_fanout=3
export IMPL_fp_utilization_pct=5.82
export IMPL_synthToLayoutAreaGrowth_pct=70.4
export IMPL_clock_skew_ps=1.69
export IMPL_coreArea_um2=3420
export IMPL_largest_register_ffs=4
## synthesized netlist by cell type
cell type	number	area (um^2)
a21o_1	1	7.51
a21oi_2	1	8.76
dfrtp_1	4	100
fa_1	1	20.0
ha_1	2	25.0
inv_1	3	11.3
xnor2_1	2	17.5
xor2_1	1	8.76
## path summary, 6_finish.rpt
check / startpoint / slack, ps / end
setup / recovery: m / 160 / count[3]$_DFF_PP0_
min in group clk0: count[0]$_DFF_PP0_ / 510 / count[0]$_DFF_PP0_
hold reg to reg: count[0]$_DFF_PP0_ / 510 / count[0]$_DFF_PP0_
setup reg to reg: count[1]$_DFF_PP0_ / 480 / count[3]$_DFF_PP0_
hold / removal: rst / 300 / count[1]$_DFF_PP0_
max in group asynchronous: rst / 1250 / count[0]$_DFF_PP0_
## per-stage QoR
stage               TNS, ps  cells
finish                    0     70
global placement      -45.4     67
floorplan                 0     15
CTS                       0     70
detailed placement    -79.0     67
global route              0     70
## per-layer routing
metal	global-route usage [%]	wire length, um	vias to the layer above
met5	0	0	-
met4	0.352	0	0
met3	2.16	108	0
met2	1.20	107	8
met1	2.08	202	52
li1	-	-	68
## report_power, final
group / internal [mW] / switching, mW / total (mW)
sequential: 0.135 / 0.0276 / 0.163
clock: 0.0785 / 0.0329 / 0.111
combinational: 0.124 / 0.0603 / 0.184
total: 0.337 / 0.121 / 0.458
## area by class of cell
type / instances / area, um^2
Fill cell: 403 / 3080
Timing Repair Buffer: 6 / 60.1
Tap cell: 46 / 57.6
Sequential cell: 4 / 100
Inverter: 3 / 11.3
Multi-Input combinational cell: 8 / 87.6
Clock buffer: 3 / 22.5
## logic make-up after synthesis
group                    share of synthesized area [%]
buffers and inverters                             5.66
adder cells (fa/ha/maj)                           22.6
XOR/XNOR                                          13.2
flip-flops                                        50.3
AND-OR/OR-AND                                     8.18
