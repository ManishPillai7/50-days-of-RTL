$ cat ./config.mk
export PLATFORM = sky130hd
export DESIGN_NAME = alu
export DESIGN_NICKNAME = alu
export VERILOG_FILES = /design/flow/design.v
export SDC_FILE = /design/flow/constraint.sdc
export NUM_CORES = 4
export LEC_CHECK = 1
export CORE_UTILIZATION = 30
$ cat ./constraint.sdc
current_design alu

set clk_period 26.6
set clk_io_pct 0.2

create_clock -name clk0 -period $clk_period

set non_clock_inputs [all_inputs -no_clocks]
set_input_delay [expr $clk_period * $clk_io_pct] -clock clk0 $non_clock_inputs
set_output_delay [expr $clk_period * $clk_io_pct] -clock clk0 [all_outputs]
$ cat ./design.v
module alu(data_in1,data_in2,data_out,operation,rst);
  input [7:0] data_in1,data_in2;
  input [3:0] operation;
  input rst;
  output reg [7:0]data_out;
  always@(*)begin
    if (rst)
      data_out = 8'b0;
    else begin
      case(operation)
      4'b0000: data_out = data_in1 + data_in2;
      4'b0001: data_out = data_in1 - data_in2;
      4'b0010: data_out = data_in1 * data_in2;
      4'b0011: data_out = data_in1 / data_in2;
      4'b0100: data_out = data_in1 << 1;
      4'b0101: data_out = data_in1 >> 1;
      4'b0110: data_out = data_in1 | data_in2;
      4'b0111: data_out = data_in1 & data_in2;
      4'b1000: data_out = ~(data_in1 | data_in2);
      4'b1001: data_out = ~(data_in1 & data_in2);
      4'b1010: data_out = data_in1 ^ data_in2;
      4'b1011: data_out = ~(data_in1 ^ data_in2);
      4'b1100: data_out = (data_in1 > data_in2)? 8'b1 : 8'b0;
      4'b1101: data_out = (data_in1 < data_in2)? 8'b1 : 8'b0;
      4'b1110: data_out = (data_in1 == data_in2) ? 8'b1 : 8'b0;
      4'b1111: data_out = (data_in1 >> 1) ^ data_in1;
      default : data_out = 8'b0;
    endcase
    end
  end
endmodule
$ cat ./run.sh
#!/bin/bash
# OpenROAD 26Q1-2900-gdf79404cd8, Yosys 0.63+post, stock flow scripts
make -C /OpenROAD-flow-scripts/flow DESIGN_CONFIG=/design/flow/config.mk WORK_HOME=/design/flow/orfs finish
==> impl_metrics.toml <==
# yosys + openroad results
[finish]
design_area_mm2 = 0.00475
fill_cells = 1497
seqCellArea_um2 = 0
area_growth_pct = 9.99
nClkBuffers = 0
finish.utilization_pct = 34.0
flops = 0
layout-drive-gt1-share_pct = 5.56
final_cell_count_no_fill = 791

[setup_path]
crit_slowest_cell = "clkdlybuf4s50_1"
path_common_cell = "o21ai_0"
cp_data_required_time_ns = 21.28
end_kind = "output pin"
path_class = "input pin to output pin"
arrival_ns = 18.19
cp_max_fo = 11
crit_path_start_kind = "input pin"
crit_path_max_incr_delay_ns = 0.72

[timing]
period_used_pct = 88.4
setup_ws_ns = 3.09
max_freq_mhz = 42.5
worst_pin_slew_ns = 0.805
hold_slack_ns = 11.87
rsz0062_at_grt = "no"
relSlewSlack_pct = 46.2
setup_viol = 0
hold_viol = 0
min_period_ns = 23.51
report.final.slew_viol_count = 0
fin_setup_tns_ns = 0

[power]
p_total_mw = 0.123
vdd_drop_max_uv = 8.32
p_leak_nw = 2.10
power.density_mw_per_mm2 = 25.9

[global_routing]
grt_pass1_vias = 4016
grt_pass1_wl_mm = 22.0
grt_max_degree = 34
antenna_found_initial = 0
grt_use_total_pct = 19.4
gr-total-overflow = 0

[synth]
synth.top_cell.area_share_pct = 25.2
ys_cells = 602
synth.avg_cell_area_um2 = 7.18
yosys_warnings = 1
largest_area_cell = "ha_1"
netlist_logic_family_top = "adder cells"
ys_top_cells_by_count = "87 x ha_1, 69 x nor2_1, 59 x nand2_1"
synth.most_common_cell = "ha_1"
simple_gate_area_share_pct = 20.3
synthesis.instances = 602
adder_share_pct = 31.7
syn_area_mm2 = 0.00432
ys_area_mm2 = 0.00432
yosysUniqueCellTypes = 76
area_leaders = "ha_1 25%, fa_1 6.5%, nor2_1 6.0%, xnor2_1 5.9%, nand2_1 5.1%"
mux_share_pct = 4.37
ys_seq_share_pct = 0
ys_sh_aoi_pct = 27.5
synthXorXnorAreaFrac_pct = 8.51

[clock_tree]
cts_hold_repair.buffers = 0
cts_setup_buffers = 0
cts.repair.resized = 0

[status]
status = "finished clean"

[place]
finalWeightedCongestion = 0.950
post-dp-hpwl_mm = 10.9
placed_area_mm2 = 0.00475
dp.cells = 791
dp_slack_ns = 3.36
portBuffers = 29

[job]
max_cap_viol_count = 0
tool_warnings = 57

[drt]
drc = 0
first_pass_iters = 5
routedWlPerCell_um = 17.6
route.vias.total = 4429
routed_wl_mm = 13.9
via_per_inst = 5.60
initialDrtViolationCount = 335
postRouteAntennaNets = 0
diodes = 0

[floorplan]
die_h_um = 122
die-width_um = 122
die_area_mm2 = 0.0149
num_rows = 43
core_area_mm2 = 0.0140
fp_util_pct = 30.9
ioPinCount = 29

[hold_path]
min_path_type = "input pin to output pin"
-- per-layer routing --
metal | GRT usage (%) | wire, um | vias up
met4 | 4.32 | 315 | 0
met2 | 29.4 | 6060 | 173
met5 | 0 | 0 | -
li1 | - | - | 2180
met1 | 30.5 | 6620 | 2048
met3 | 0.477 | 944 | 28
-- cell usage in the layout, fill, tap and decap left out, drive strengths merged, types with 13 or more instances in the layout --
cell type	n
nand2	59
o21ai	38
nor3	17
nor2	69
clkdlybuf4s50	29
ha	87
inv	51
xor2	13
a21oi	36
fa	14
xnor2	29
-- where the power goes --
part / total (mW) / switching, mW / internal, mW
combinational: 0.123 / 0.0698 / 0.0532
clock: 0 / 0 / 0
sequential: 0 / 0 / 0
total: 0.123 / 0.0698 / 0.0532
-- path summary, 6_finish.rpt --
kind	slack, ns	end	startpoint	depth (start not counted)
worst max-delay path	3.09	data_out[0]	data_in2[0]	52
worst min-delay path	11.87	data_out[5]	rst	3
-- cell type report --
| cell class | instances | area (um2) | share of cell area (%) |
|---|---|---|---|
| Inverter | 52 | 195 | 4.11 |
| Multi-Input combinational cell | 523 | 3990 | 83.9 |
| Tap cell | 180 | 225 | 4.74 |
| Timing Repair Buffer | 36 | 343 | 7.21 |
-- critical path, delay by kind of cell --
kind	cells	cell delay (ns)
XOR/XNOR	1	0.14
AND/OR/NAND/NOR	10	1.97
adder cells (fa/ha/maj)	8	2.44
buffers and inverters	4	1.73
multiplexers	2	0.71
AND-OR/OR-AND	27	5.82
-- cell families after synthesis --
kind of cell               after synthesis
AOI/OAI and AO/OA                      173
and+or+nand+nor                        190
muxes                                   17
buffers and inverters                   79
xor gates and xnor gates                42
adders and majority gates              101
No activity file was given, so power comes from the tool's default toggle rates.
